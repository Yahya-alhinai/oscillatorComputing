### flow/design.v
`timescale 1ns / 1ps
module oscillatorComputing(
    input clk,
    input [15:0] sw,
    input btnU,
    input btnL,
    input btnR,
    input btnD,
    output [15:0] led,
    output reg [7:0] JB,
    output reg [7:0] JC,
    output reg [7:0] JA,
    output reg [7:0] JXADC
    );
    reg btR = 0;
    reg btL = 0;
    reg btU = 0;
    reg btD = 0;
    reg [6:0] p;
    initial begin
        p <= 0;
    end
    assign led = sw;
    reg [3:0] DutyCycle = 0;
    reg [15:0] swL = 0;
    reg [15:0] swR = 0;
    reg [15:0] swU = 0;
    reg [15:0] swD = 0;
    always @(posedge btR) begin
        swR <= sw;
    end
    always @(posedge btL) begin
        swL <= sw;
    end
    always @(posedge btU) begin
        swU <= sw;  
    end
    always @(posedge btD) begin
        swD <= sw;  
    end
    always @(posedge clk) begin
        p <= (p + 1)%100;
        DutyCycle[0] <= 0;
        DutyCycle[1] <= (p >= 70)? 1 : 0;
        DutyCycle[2] <= (p >= 70)? 0 : 1;  
        DutyCycle[3] <= 1;
        btR <= btnR;
        btL <= btnL;
        btU <= btnU;
        btD <= btnD;
    end
    always @(posedge clk) begin        
        case (swR[1:0])
            0: JB[0] <= DutyCycle[0];
            1: JB[0] <= DutyCycle[1];
            2: JB[0] <= DutyCycle[2];
            3: JB[0] <= DutyCycle[3];
        endcase
        case (swR[3:2])
            0: JB[1] <= DutyCycle[0];
            1: JB[1] <= DutyCycle[1];
            2: JB[1] <= DutyCycle[2];
            3: JB[1] <= DutyCycle[3];
        endcase
        case (swR[5:4])
            0: JB[2] <= DutyCycle[0];
            1: JB[2] <= DutyCycle[1];
            2: JB[2] <= DutyCycle[2];
            3: JB[2] <= DutyCycle[3];
        endcase
        case (swR[7:6])
            0: JB[3] <= DutyCycle[0];
            1: JB[3] <= DutyCycle[1];
            2: JB[3] <= DutyCycle[2];
            3: JB[3] <= DutyCycle[3];
        endcase
        case (swR[9:8])
            0: JB[4] <= DutyCycle[0];
            1: JB[4] <= DutyCycle[1];
            2: JB[4] <= DutyCycle[2];
            3: JB[4] <= DutyCycle[3];
        endcase
        case (swR[11:10])
            0: JB[5] <= DutyCycle[0];
            1: JB[5] <= DutyCycle[1];
            2: JB[5] <= DutyCycle[2];
            3: JB[5] <= DutyCycle[3];
        endcase
        case (swR[13:12])
            0: JB[6] <= DutyCycle[0];
            1: JB[6] <= DutyCycle[1];
            2: JB[6] <= DutyCycle[2];
            3: JB[6] <= DutyCycle[3];
        endcase
        case (swR[15:14])
            0: JB[7] <= DutyCycle[0];
            1: JB[7] <= DutyCycle[1];
            2: JB[7] <= DutyCycle[2];
            3: JB[7] <= DutyCycle[3];
        endcase
    end
    always @(posedge clk) begin        
        case (swL[1:0])
            0: JC[0] <= DutyCycle[0];
            1: JC[0] <= DutyCycle[1];
            2: JC[0] <= DutyCycle[2];
            3: JC[0] <= DutyCycle[3];
        endcase
        case (swL[3:2])
            0: JC[1] <= DutyCycle[0];
            1: JC[1] <= DutyCycle[1];
            2: JC[1] <= DutyCycle[2];
            3: JC[1] <= DutyCycle[3];
        endcase
        case (swL[5:4])
            0: JC[2] <= DutyCycle[0];
            1: JC[2] <= DutyCycle[1];
            2: JC[2] <= DutyCycle[2];
            3: JC[2] <= DutyCycle[3];
        endcase
        case (swL[7:6])
            0: JC[3] <= DutyCycle[0];
            1: JC[3] <= DutyCycle[1];
            2: JC[3] <= DutyCycle[2];
            3: JC[3] <= DutyCycle[3];
        endcase
        case (swL[9:8])
            0: JC[4] <= DutyCycle[0];
            1: JC[4] <= DutyCycle[1];
            2: JC[4] <= DutyCycle[2];
            3: JC[4] <= DutyCycle[3];
        endcase
        case (swL[11:10])
            0: JC[5] <= DutyCycle[0];
            1: JC[5] <= DutyCycle[1];
            2: JC[5] <= DutyCycle[2];
            3: JC[5] <= DutyCycle[3];
        endcase
        case (swL[13:12])
            0: JC[6] <= DutyCycle[0];
            1: JC[6] <= DutyCycle[1];
            2: JC[6] <= DutyCycle[2];
            3: JC[6] <= DutyCycle[3];
        endcase
        case (swL[15:14])
            0: JC[7] <= DutyCycle[0];
            1: JC[7] <= DutyCycle[1];
            2: JC[7] <= DutyCycle[2];
            3: JC[7] <= DutyCycle[3];
        endcase
    end
    always @(posedge clk) begin        
        case (swU[1:0])
            0: JA[0] <= DutyCycle[0];
            1: JA[0] <= DutyCycle[1];
            2: JA[0] <= DutyCycle[2];
            3: JA[0] <= DutyCycle[3];
        endcase
        case (swU[3:2])
            0: JA[1] <= DutyCycle[0];
            1: JA[1] <= DutyCycle[1];
            2: JA[1] <= DutyCycle[2];
            3: JA[1] <= DutyCycle[3];
        endcase
        case (swU[5:4])
            0: JA[2] <= DutyCycle[0];
            1: JA[2] <= DutyCycle[1];
            2: JA[2] <= DutyCycle[2];
            3: JA[2] <= DutyCycle[3];
        endcase
        case (swU[7:6])
            0: JA[3] <= DutyCycle[0];
            1: JA[3] <= DutyCycle[1];
            2: JA[3] <= DutyCycle[2];
            3: JA[3] <= DutyCycle[3];
        endcase
        case (swU[9:8])
            0: JA[4] <= DutyCycle[0];
            1: JA[4] <= DutyCycle[1];
            2: JA[4] <= DutyCycle[2];
            3: JA[4] <= DutyCycle[3];
        endcase
        case (swU[11:10])
            0: JA[5] <= DutyCycle[0];
            1: JA[5] <= DutyCycle[1];
            2: JA[5] <= DutyCycle[2];
            3: JA[5] <= DutyCycle[3];
        endcase
        case (swU[13:12])
            0: JA[6] <= DutyCycle[0];
            1: JA[6] <= DutyCycle[1];
            2: JA[6] <= DutyCycle[2];
            3: JA[6] <= DutyCycle[3];
        endcase
        case (swU[15:14])
            0: JA[7] <= DutyCycle[0];
            1: JA[7] <= DutyCycle[1];
            2: JA[7] <= DutyCycle[2];
            3: JA[7] <= DutyCycle[3];
        endcase
    end
    always @(posedge clk) begin        
        case (swD[1:0])
            0: JXADC[0] <= DutyCycle[0];
            1: JXADC[0] <= DutyCycle[1];
            2: JXADC[0] <= DutyCycle[2];
            3: JXADC[0] <= DutyCycle[3];
        endcase
        case (swD[3:2])
            0: JXADC[1] <= DutyCycle[0];
            1: JXADC[1] <= DutyCycle[1];
            2: JXADC[1] <= DutyCycle[2];
            3: JXADC[1] <= DutyCycle[3];
        endcase
        case (swD[5:4])
            0: JXADC[2] <= DutyCycle[0];
            1: JXADC[2] <= DutyCycle[1];
            2: JXADC[2] <= DutyCycle[2];
            3: JXADC[2] <= DutyCycle[3];
        endcase
        case (swD[7:6])
            0: JXADC[3] <= DutyCycle[0];
            1: JXADC[3] <= DutyCycle[1];
            2: JXADC[3] <= DutyCycle[2];
            3: JXADC[3] <= DutyCycle[3];
        endcase
        case (swD[9:8])
            0: JXADC[4] <= DutyCycle[0];
            1: JXADC[4] <= DutyCycle[1];
            2: JXADC[4] <= DutyCycle[2];
            3: JXADC[4] <= DutyCycle[3];
        endcase
        case (swD[11:10])
            0: JXADC[5] <= DutyCycle[0];
            1: JXADC[5] <= DutyCycle[1];
            2: JXADC[5] <= DutyCycle[2];
            3: JXADC[5] <= DutyCycle[3];
        endcase
        case (swD[13:12])
            0: JXADC[6] <= DutyCycle[0];
            1: JXADC[6] <= DutyCycle[1];
            2: JXADC[6] <= DutyCycle[2];
            3: JXADC[6] <= DutyCycle[3];
        endcase
        case (swD[15:14])
            0: JXADC[7] <= DutyCycle[0];
            1: JXADC[7] <= DutyCycle[1];
            2: JXADC[7] <= DutyCycle[2];
            3: JXADC[7] <= DutyCycle[3];
        endcase
    end
endmodule
### flow/run.sh
#!/bin/bash
# OpenROAD 26Q1-2900-gdf79404cd8, Yosys 0.63+post, stock flow scripts
make -C /OpenROAD-flow-scripts/flow DESIGN_CONFIG=/design/flow/config.mk WORK_HOME=/design/flow/orfs finish
### flow/config.mk
export PLATFORM = sky130hd
export DESIGN_NAME = oscillatorComputing
export DESIGN_NICKNAME = oscillatorComputing
export VERILOG_FILES = /design/flow/design.v
export SDC_FILE = /design/flow/constraint.sdc
export NUM_CORES = 4
export LEC_CHECK = 1
export CORE_UTILIZATION = 40
### flow/constraint.sdc
current_design oscillatorComputing

set clk_period 1.6
set clk_io_pct 0.2

create_clock -name clk0 -period $clk_period [get_ports {clk}]

set non_clock_inputs [all_inputs -no_clocks]
set_input_delay [expr $clk_period * $clk_io_pct] -clock clk0 $non_clock_inputs
set_output_delay [expr $clk_period * $clk_io_pct] -clock clk0 [all_outputs]
==> notes.md <==
Results of the implementation run.

The area of the core region is 8680 µm². The tally of unique sky130hd cells used after synthesis is 36. The slew at the pin with the worst max-slew slack came out at 0.554 ns. The post-route utilization of the core is recorded as 55.5%. The detailed placement HPWL is 4890 µm. The number of unconstrained endpoints is between 60 and 70. The mean instance size in the synthesized netlist came out at about 11 µm². The count of nets left with antenna violations once routing finished came out at 0. In the final layout, the fill cell count is 764. The highest net fanout along the worst path came out at 5.

After layout, the worst setup slack is -0.376 ns. The worst relative slew slack is approximately 63%. The data arrival at the endpoint of the critical path came out at ~2.2 ns.

Clock tree synthesis selected as its root buffer the cell sky130_fd_sc_hd__clkbuf_8. The end-of-flow timing check tallies setup violations at 4. The first-pass GRT wire length is between 10000 and 15000 µm. The flow ran to the end, but the final reports show violations.

Per the OpenROAD floorplan log, the height of the die is between 90 and 100 µm. The die width is 96.3 µm. Summed over all nets, the switching power comes to between 500 and 600 µW. The overall power of the completed layout is roughly 2400 µW. The floorplan row count is 34. The count of library flops with an enable pin came out at 0. Counting flops and latches in the post-synthesis netlist gives ~110. The power per cell area is between 500 and 600 nW/µm². The internal power of the cells came out at around 1900 µW. The area recorded from the Yosys report for this design is 3560 µm². The synthesis run shows the most used standard cells to be sky130_fd_sc_hd__dfxtp_1, sky130_fd_sc_hd__nand2_1, sky130_fd_sc_hd__o21ai_0. The final non-filler cell area came out at roughly 4800 µm².

The number of DRC markers after the initial detailed-route iteration came out at a little under 100. For this run the top cell type by instance count after synthesis was sky130_fd_sc_hd__dfxtp_1. The total number of yosys warnings is 1. Setup repair after global routing could not meet its margin everywhere. Across all stage logs, warnings added up to 30.

The setup TNS is -1.13 ns. Between the synthesized netlist and the finished layout, the area growth was recorded as 35.3%. The global placement routability congestion is between 0.8 and 0.9. Checking hold timing, the worst path is listed with class input pin to flop. The multi-input combinational cells in the finished layout cover a total of 1260 µm². The fraction of the cycle the final worst path needs is 124%.

The number of antenna violations at the first check in global routing came out at 0. The worst setup path is captured at a flop. The reported max-cap violation count came out at 0. The post-synthesis cell count from yosys is 327. The clock latency of the later-clocked register in the worst-skew pair is around 0.3 ns. For this design the static power due to leakage is about 0.002 µW. The final reports fail on negative setup slack. The post-route DRC violation count is 0. The sequential group share of total power came out at a little under three fifths. The final count of hold timing violations came out at 0. The die area came out at approximately 9300 µm². The total wire length came out at around 6800 µm. After synthesis, the share of flip-flops with an asynchronous set or reset is 0%. The global-route total usage across every layer came out at ~16%.

Per report_power, the clock group accounts for a little over a third of the total. In this run switching power makes up a little over a fifth of total power. Entering global routing, the biggest net connects 21 pins. The number of global-route vias before repair is between 2000 and 2500.

Counting the buffers created by CTS gives 5. The count of unclocked register or latch pins is 64. The registers of the reported paths see a clock transition of 0.09 ns.

The fraction of the yosys area taken by sequential cells is roughly three fifths. After global routing the overflow that remains totals 0. For this run, the leading register cell type out of synthesis is sky130_fd_sc_hd__dfxtp_1.

The worst IR drop on VDD came out at 0.349 mV. The worst-case hold slack is ~0.46 ns. The deepest level of the CTS H-tree is 2. In this run the deepest clock path goes through 2 buffers. Across the whole layout, storage elements account for around 2200 µm². The time the worst path needs with I/O delays and setup is 1.98 ns. Pins over their slew limit in the final report were tallied at 0. TritonCTS built the clock tree. The fraction of power consumed by combinational cells is under 10%. Before placement the cells fill 41.0% of the core. Per the detailed placement report, the placed cell area equals 4580 µm². The area share of the largest cell type after synthesis came out at between 60% and 70%. The highest clock rate this design can be run at is between 500 and 600 MHz. By area the synthesized netlist is led by sky130_fd_sc_hd__dfxtp_1, sky130_fd_sc_hd__mux2_2, sky130_fd_sc_hd__nand2_1. The worst setup path is launched from a flop. The wire length per cell after detailed routing is 12.7 µm. The worst clock skew came out at a little over 0.008 ns.

The layout cell share with drive strength beyond 1 is approximately a quarter. The number of iterations in the first detailed-routing pass is 4. The count of inserted antenna diode cells came out at 0. The routed via count is roughly 2400.

The biggest area contributor in the post-synthesis netlist is sky130_fd_sc_hd__dfxtp_1. The post-synthesis instance total is ~330. The via count normalized by instance count is 4.53.

In this run the cell area of the synthesized design comes to 3560 µm². The number of primary I/O pins came out at between 60 and 70. The port buffer count came out at about 68.

The number of hold buffers added after cts came out at 0. The setup path with the least slack is of type flop to flop. The required time at the worst-slack endpoint is 1.78 ns.
## worst paths after layout
path,from,to,slack (ns),cells past startpoint
worst min register to register,p[0],p[0],0.58,2
worst max register to register,p[0],p[2],-0.38,11
worst min-delay path,btnL,btL,0.46,1
worst max-delay path,p[0],p[2],-0.38,11
## per-layer routing
metal | wire length [µm] | part of all wire [%] | GRT usage (%) | vias to the layer above
met5 | 0 | 0 | 0 | -
met4 | 89 | 1.3 | 2.08 | 0
met3 | 282 | 4.2 | 2.65 | 6
met2 | 3140 | 46 | 24.7 | 50
met1 | 3260 | 48 | 23.7 | 1094
li1 | - | - | - | 1258
## kinds of logic (layout without fill, tap and decap cells)
| family | count (synthesis) | after routing | synth area share [%] |
|---|---|---|---|
| AOI/OAI and AO/OA | 55 | 55 | 9.04 |
| xor gates and xnor gates | 7 | 7 | 1.93 |
| adders and majority gates | 4 | 4 | 1.41 |
| buffers and inverters | 31 | 128 | 5.06 |
| DFF | 110 | 110 | 61.9 |
| muxes | 32 | 32 | 10.1 |
| other | 1 | 1 | 0.105 |
| and+or+nand+nor | 87 | 87 | 10.4 |
## placed cells by master (no fill, tap or decap), types with 2 or more instances in the layout
| cell | Yosys | final |
|---|---|---|
| sky130_fd_sc_hd__dfxtp_4 | 0 | 3 |
| sky130_fd_sc_hd__clkdlybuf4s50_1 | 0 | 53 |
| sky130_fd_sc_hd__ha_1 | 4 | 2 |
| sky130_fd_sc_hd__nor2_1 | 5 | 3 |
| sky130_fd_sc_hd__dlygate4sd2_1 | 0 | 6 |
| sky130_fd_sc_hd__buf_6 | 0 | 2 |
| sky130_fd_sc_hd__a31oi_1 | 2 | 2 |
| sky130_fd_sc_hd__mux2_2 | 32 | 32 |
| sky130_fd_sc_hd__buf_4 | 17 | 45 |
| sky130_fd_sc_hd__o21a_1 | 2 | 2 |
| sky130_fd_sc_hd__o21ai_1 | 1 | 4 |
| sky130_fd_sc_hd__clkbuf_8 | 0 | 6 |
| sky130_fd_sc_hd__a21oi_1 | 4 | 3 |
| sky130_fd_sc_hd__xor2_1 | 5 | 4 |
| sky130_fd_sc_hd__dfxtp_2 | 0 | 2 |
| sky130_fd_sc_hd__nand2_2 | 1 | 2 |
| sky130_fd_sc_hd__o22ai_1 | 2 | 2 |
| sky130_fd_sc_hd__ha_4 | 0 | 2 |
| sky130_fd_sc_hd__inv_1 | 5 | 5 |
| sky130_fd_sc_hd__nand2_1 | 69 | 67 |
| sky130_fd_sc_hd__dfxtp_1 | 110 | 105 |
| sky130_fd_sc_hd__o21ai_0 | 38 | 35 |
| sky130_fd_sc_hd__dlymetal6s2s_1 | 0 | 9 |
## worst max-delay path, cell delays in order, from the launching register on
cell and delay [ns]:
sky130_fd_sc_hd__dfxtp_4 0.37, sky130_fd_sc_hd__ha_4 0.16, sky130_fd_sc_hd__nand3_2 0.07, sky130_fd_sc_hd__xor2_2 0.15, sky130_fd_sc_hd__o21ai_1 0.08, sky130_fd_sc_hd__nor2_1 0.10
sky130_fd_sc_hd__nor2_1 0.06, sky130_fd_sc_hd__ha_1 0.28, sky130_fd_sc_hd__nor3b_2 0.25, sky130_fd_sc_hd__nor2_2 0.08, sky130_fd_sc_hd__a31oi_1 0.18, sky130_fd_sc_hd__xnor2_1 0.09
## sequential cells by signal, summed over array words and instances (netlist names)
name / count
swD: 16
swL: 16
swR: 16
swU: 16
JA: 8
JB: 8
JC: 8
JXADC: 8
p: 7
DutyCycle: 3
btD: 1
btL: 1
btR: 1
btU: 1
## timing repair
item	4_1_cts	5_1_grt
setup buffers	5	2
resized	13	16
endpoints found under the hold margin	0	0
pin swaps	14	3
endpoints found under the setup margin	10	13
## layout make-up
class | instances | share of cell area [%]
clock buffers | 7 | 2.24
repair buffers | 116 | 22.4
flip-flops and latches | 110 | 46.0
well taps | 108 | 2.81
multi-input cells | 186 | 26.2
inverters | 5 | 0.390
## power groups by stage
stage / Clock (µW) / Sequential (µW) / Combinational [µW]
6_report: 853 / 1340 / 224
5_1_grt: 940 / 1360 / 249
4_1_cts: 881 / 1350 / 232
## metrics by stage
step | cells | setup WS (ns)
floorplan | 327 | -0.375
global placement | 518 | -0.402
detailed placement | 518 | -0.433
CTS | 530 | -0.370
global route | 532 | -0.548
finish | 532 | -0.376
Power figures rest on the tool's default switching activity, not on a simulated workload.
